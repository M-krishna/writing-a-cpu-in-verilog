**design/flow/run.sh**
```bash
#!/bin/bash
# OpenROAD 26Q1-2900-gdf79404cd8, Yosys 0.63+post, stock flow scripts
make -C /OpenROAD-flow-scripts/flow DESIGN_CONFIG=/design/flow/config.mk WORK_HOME=/design/flow/orfs finish
```
**design/flow/config.mk**
```make
export PLATFORM = sky130hd
export DESIGN_NAME = regfile
export DESIGN_NICKNAME = regfile
export VERILOG_FILES = /design/flow/design.v
export SDC_FILE = /design/flow/constraint.sdc
export NUM_CORES = 4
export LEC_CHECK = 1
export CORE_AREA = 10 10 77 77
export DIE_AREA = 0 0 87 87
```
**design/flow/constraint.sdc**
```tcl
current_design regfile

set clk_period 1.2
set clk_io_pct 0.2

create_clock -name clk0 -period $clk_period [get_ports {clk}]

set non_clock_inputs [all_inputs -no_clocks]
set_input_delay [expr $clk_period * $clk_io_pct] -clock clk0 $non_clock_inputs
set_output_delay [expr $clk_period * $clk_io_pct] -clock clk0 [all_outputs]
```
**design/flow/design.v**
```verilog
module regfile(
    input wire clk,
    input wire reset,
    input wire we,  
    input wire waddr,  
    input wire [7:0] wdata,  
    input wire rsel,  
    output wire [7:0] rdata  
);
    reg [7:0] regs [0:1];
    assign rdata = regs[rsel];
    always @(posedge clk or posedge reset) begin
        if (reset) begin
            regs[0] <= 8'b0;
            regs[1] <= 8'b0;
        end else if (we) begin
            regs[waddr] <= wdata;
        end
    end
endmodule
```
==> metrics.cfg <==
[cells_and_area]
layout-area-overhead-vs-synth_pct=54.1
layout.area.seq_um2=400
registers_with_the_most_flip_flops=regs: 16 flops
multiInputGateArea_um2=348
fillers=433
largest_register_ff_count=16
final_cells=130
top_register=regs
drive_above_1_share=0.641

[placed_design]
dp.final_hpwl_mm=1.23
port_buffers=20
dpl.cell_count=118
gp_routability_congestion=0.712
place_ws_ns=-0.666

[cts]
clkSlewWorstSetupHoldPaths_ns=0.06
number_of_clock_buffers_inserted_by_tritoncts=3
htree_num_levels=1
ctsRootBufferMaster=clkbuf_8
postCtsHoldBufs=0
tritoncts_clock_tree=done
clock_tree_buffer_depth=2
insertion_delay_ns=0.24
clock-sinks=16

[die]
floorplan.die.width_um=87
die.size.y_um=87
fp.coreArea_um2=4350
chip_area_um2=7570
effective_utilization_at_floorplan=0.170
io-pin-count=21
placementRows=24

[worst_setup_path]
critical-path-slowest-cell=dfrtp_1
regToRegEndpoint=regs[0][2]
critical_path_at_ns=1.02
rr_startpoint=regs[0][2]
timing.critical_path.max_delay_family=flip-flops
regToRegSetupSlack_ns=0.20
cpPeakStageDelay_ns=0.39
crit_path_start_kind=flip-flop
reg2regPathDepth=3
worst-path-max-fanout=2
critical_path.cell_chain=mux2_4, buf_2
worst-path-buf-inv=1
critical_path.endpoint_type=primary output
crit_type=flip-flop to primary output
critPathRequiredTime_ns=0.96

[flow_run]
max-cap-violations=0
log_warnings=27

[detailed_routing]
wl_met2_um=701
detailedRoute.firstIterationViolations=23
num_antenna_cells=0
post-route-drc-count=0
route.layer.met1.wl_um=894
detail_route.vias_per_cell=3.55
drtAntennaViolNets=0
topRoutingLayerUsed=met4
drt_pass1_iterations=4
num_vias=462
met3RoutedLength_um=84
route.final.wire_length_mm=1.69
average_wire_per_cell_in_the_routed_design_um=13.0

[sta]
setup-tns-final_ns=-0.333
setup_viol_count_final=8
period_minus_ws_final_ns=1.26
rsz_0062_raised_after_global_routing=true
timing.slew.headroom=0.855
finalClockSkew_ns=0
achievable-frequency_mhz=795
max_slew.worst_pin.slew_ns=0.217
report.final.hold_viol_count=0
finalCritPeriodShare=1.05
final_critical_path_setup_slack_ns=-0.0586
slew_viol_final=0

[logic_synthesis]
synthesis.yosys.warnings=2
post_synth_instance_area_um2=741
top_area_frac=0.541
synth.top_cells.by_area=dfrtp_1 (54%), mux2_2 (24%), mux2_4 (16%), nand2b_4 (1.9%), buf_6 (1.5%)
postSynthCellCount=45
synth-area-yosys_um2=741
postSynth.asyncResetShare=1.00
ys_seq_elements=16
synth_top_cell_by_area=dfrtp_1
ys_cells=45
yosys-top-cells-count=dfrtp_1 (16), mux2_2 (16), mux2_4 (8)
yosys.stat.seqShare=0.541
syn-mean-instance-area_um2=16.5
enable_flop_cells=0
synth-main-ff-cell=dfrtp_1
yosysUniqueCellTypes=8

[outcome]
run_status=finished with violations
violations=setup timing

[pwr]
total_leakage_power_nw=0.558
power.density_cell_area_nw_per_um2=1320
ir_worst_vdd_mv=0.819

[global_route]
globalRoute.totalOverflow=0
grt_start_max_net_pins=17
number_of_antenna_violations_at_the_first_check_in_global_routing=0
grt_pass1_vias=547
grt_first_pass_wirelength_mm=2.75
globalRouteTotalUtil=0.0455

[min_path]
hold_path_class=primary input to async pin

==> through the flow <==
stage / cell area (µm²) / utilization / hold slack (ns) / power [mW]
global placement: 1010 / 0.232 / 0.482 / 0.992
CTS: 1100 / 0.253 / 0.309 / 1.49
detailed placement: 1010 / 0.232 / 0.487 / 1.00
finish: 1140 / 0.262 / 0.297 / 1.51
global route: 1140 / 0.262 / 0.349 / 1.59
floorplan: 741 / - / 0.154 / 0.821
==> how the worst max path moves through the flow <==
| stage | from | endpoint | cells after the start |
|---|---|---|---|
| 4_1_cts | regs[0][1] | rdata[1] | 2 |
| 5_1_grt | regs[0][6] | rdata[6] | 2 |
| 6_report | regs[0][1] | rdata[1] | 2 |
==> tightest hold or removal path, cell delays in order <==
cell and delay (ns):
clkdlybuf4s50_1 0.39, inv_1 0.05, buf_4 0.22
==> layout by cell type, fill, tap and decap left out <==
cell	netlist	routed
buf_2	1	6
buf_4	0	9
buf_6	1	5
clkbuf_8	0	4
clkdlybuf4s50_1	0	9
dfrtp_1	16	16
dlymetal6s2s_1	0	2
inv_1	1	1
mux2_2	16	10
mux2_4	8	14
nand2_4	0	1
nand2b_4	1	1
==> repair_timing <==
item,4_1_cts,5_1_grt
buffers inserted,6,2
gates cloned,0,0
hold endpoints to repair,0,0
pin swaps,0,0
resized,36,6
setup endpoints to repair,8,17
==> report_power, final <==
part	internal (mW)	switching, mW	total [mW]
sequential	0.620	0.0394	0.659
clock	0.291	0.177	0.467
combinational	0.278	0.102	0.379
==> per-layer routing <==
layer  GRT usage  vias up
met5           0        -
met4     0.00147        0
met3      0.0179        2
met2      0.0613       15
met1      0.0701      222
li1            -      223
==> cell families (layout without fill, tap and decap cells) <==
group / Yosys count / after routing / share of synthesized area
buffers and inverters: 3 / 36 / 0.0270
flip-flops: 16 / 16 / 0.541
multiplexers: 24 / 24 / 0.405
AND/OR/NAND/NOR: 2 / 2 / 0.0270
==> layout make-up <==
| type | instances | share of cell area |
|---|---|---|
| clock buffer | 4 | 0.0482 |
| inverter | 1 | 0.00329 |
| multi-input combinational | 26 | 0.305 |
| sequential | 16 | 0.351 |
| tap | 52 | 0.0570 |
| timing repair buffer | 31 | 0.236 |
Power is estimated from default activity; no workload was simulated.
