==> /design/flow/constraint.sdc <==
current_design register_file

set clk_period 9.8
set clk_io_pct 0.2

create_clock -name clk0 -period $clk_period [get_ports {clk}]

set non_clock_inputs [all_inputs -no_clocks]
set_input_delay [expr $clk_period * $clk_io_pct] -clock clk0 $non_clock_inputs
set_output_delay [expr $clk_period * $clk_io_pct] -clock clk0 [all_outputs]
==> /design/flow/design.v <==
module register_file(
    input [4:0] read_addr1,
    input [4:0] read_addr2,
    input [4:0] write_addr1,
    input [31:0] write_data,
    input write_enable,
    input clk,
    output [31:0] read_data1,
    output [31:0] read_data2
);
    reg [31:0] registers [0:31];     
    localparam register0 = 5'b0;
    assign read_data1 = (read_addr1 == register0) ? 32'b0 : registers[read_addr1];
    assign read_data2 = (read_addr2 == register0) ? 32'b0 : registers[read_addr2];
    always @(posedge clk) begin
        if (write_addr1 != register0 && write_enable) begin
            registers[write_addr1] <= write_data;
        end
    end
endmodule
==> /design/flow/config.mk <==
export PLATFORM = sky130hd
export DESIGN_NAME = register_file
export DESIGN_NICKNAME = register_file
export VERILOG_FILES = /design/flow/design.v
export SDC_FILE = /design/flow/constraint.sdc
export NUM_CORES = 4
export LEC_CHECK = 1
export CORE_UTILIZATION = 50
==> /design/flow/run.sh <==
#!/bin/bash
# OpenROAD 26Q1-2900-gdf79404cd8, Yosys 0.63+post, stock flow scripts
make -C /OpenROAD-flow-scripts/flow DESIGN_CONFIG=/design/flow/config.mk WORK_HOME=/design/flow/orfs finish
==> run summary <==
run results: Tcrit/Tclk final 77.0%, Starting DRT DRC Count 1801, Pleak 17.7 nW, status completed, Ys Warns 1, clock-pin slew on the worst setup and hold paths 0.06 ns, routed vias 28200, cell count after synthesis 2564, Clock Power Share 42.0%, CTS H-Tree Depth 3, CTS root buffer clkbuf_16, Min-Delay Path Class in2reg, worst-path fanout max 40, Die ar. 97100 um2, Reg power frac 49.1%, layout cells sized above 1 26.7%, met1 usage 41.6%, Initial Util 50.4%, top cell type by total area after synthesis edfxtp_1, CTS tree built, most frequent logic cell in the layout edfxtp_1, WL final 151000 um, synthesized cell area 47900 um2, Yosys reg bits 1024, GR Util met2 48.7%, Tot Pwr 9.99 mW, # Post-CTS Setup Buffers 0, yosys stat area 47900 um2, Worst Hold Depth 2, clock buffer count from CTS 109, sequential-to-total area share from yosys stat 64.2%, ys async rst share 0%, Final Util 57.3%, Comb power frac 8.8%, clock sinks 1024, antenna viol nets, final 0, Die Height 312 um, Final min period 7.55 ns, slowest CP cell a211oi_1, Final Hold Vio Count 0, Final Instance Area 54500 um2, Slew Viols, Final 0, CP endpoint kind primary output, Cell Pwr Density 183 nW/um2, Top cells excl fill/tap 1024 x edfxtp_1, 320 x mux2i_1, 316 x mux4_2, Area Growth Syn to Fin 13.7%, Max-area cell share 64.2%, vias in the first global route 31800, global-route track usage on met3 31.7%, clk buf depth 3, core area 95000 um2, GR Util All Layers 35.5%, HPWL Detailed 84300 um, Commonest flop edfxtp_1, post-synth cell types 39, hold path start write_data[21], # Cells Yosys 2564, grt ovf 0, Setup Viol. Count Final 0, CP peak stage delay 0.71 ns, largest net degree at the start of global routing 95, GP Congestion 0.889, DRT Pass-1 Iters 5, maximum vdd drop 206 uV, Critical Path RT 7.84 ns, Hold Crit Endpoint registers[13][21]$_DFFE_PP_, boundary pin count 113, number of enable flip-flop cells 1024, DIE WIDTH 312 um, main area contributors edfxtp_1 64%, mux4_2 15%, mux2i_1 6.7%, mux4_1 2.0%, mux2_2 1.5%, Syn Area/Cell 18.7 um2, relative slew slack 25.7%, initial antenna violation count 2, Top reg by flops registers, P_int 7.77 mW, MaxCap Viol Count 0, Residual DRC 0, Area after DPL 50800 um2, GRT Max-Usage Layer met2, fmax 132 MHz, Critical Path AT 5.59 ns, TNS Setup 0 ns, hold buffers post-CTS 0, post-cts repair resize count 0, sw power 2.23 mW, CP Class in2out, row count 113, largest registers registers: 1024 flops, Wirelength per Cell 37.1 um, Hold Slack 2.09 ns, Startpoint Class primary input, number of port buffers 112, Worst Tran Pin Value 1.11 ns, first-pass GRT wire length 217000 um, total tool warning count 26, fillers 6857, CP Cell Sequence buf_6 -> buf_4 -> nand3b_1 -> o221ai_1 -> a21oi_1 -> a211oi_1 -> clkdlybuf4s50_1, Net Sw Frac 22.3%, Vias/cell 6.91, max reg flops 1024, RSZ-0062 raised after global routing no
## stage by stage
step                worst slack, ns  cells
floorplan                      4.47   2595
global placement               2.34   3876
detailed placement             2.32   3876
CTS                            2.31   4074
global route                   2.11   4074
finish                         2.25   4077
## synthesized netlist by cell type, types with 2 or more instances
master and count:
buf_2 50, nor2b_1 37, edfxtp_1 1024, nand4_1 32, buf_6 12, o21ai_0 50, a22oi_1 64, mux4_2 316
nand2_1 85, o2111ai_1 10, mux4_1 36, o21ai_1 4, a211oi_1 53, a221oi_2 16, a21oi_1 32, a311oi_1 32
a211oi_2 11, mux2i_1 320, mux2_2 64, or3b_2 5, inv_1 2, nor2_1 36, o221ai_1 64, buf_4 53
nand3b_1 6, or3_1 2, clkbuf_1 98, nand3_1 2, a221oi_1 38
## metal layers
| layer | wire length, um | vias up |
|---|---|---|
| li1 | - | 11300 |
| met1 | 45100 | 14000 |
| met2 | 68200 | 2448 |
| met3 | 31500 | 379 |
| met4 | 6100 | 13 |
| met5 | 365 | - |
## worst max-delay path by stage
stage / startpoint / endpoint / slack (ns)
5_1_grt: read_addr2[1] / read_data2[0] / 2.11
6_report: read_addr2[1] / read_data2[0] / 2.25
4_1_cts: read_addr1[0] / read_data1[0] / 2.31
## critical path: cells and delay by family
family / cells / cell delay [ns]
simple gates: 1 / 0.58
compound gates: 3 / 1.29
buf+inv: 3 / 1.67
## power groups by stage
| stage | Combinational, mW | Clock [mW] | Sequential [mW] |
|---|---|---|---|
| CTS | 0.880 | 4.25 | 4.91 |
| global route | 0.935 | 4.41 | 4.92 |
| finish | 0.883 | 4.20 | 4.91 |
## area by class of cell
cell class | count | area (um2) | area share (%)
clock inverters | 67 | 742 | 1.36
clock buffers | 131 | 2900 | 5.32
inverters | 2 | 8.76 | 0.0161
flip-flops and latches | 1024 | 30700 | 56.5
multi-input cells | 1354 | 16400 | 30.1
diodes | 3 | 7.51 | 0.0138
repair buffers | 231 | 2080 | 3.82
well taps | 1265 | 1580 | 2.91
## cells by family (layout without fill, tap and decap cells)
| logic type | after synthesis | in the layout | synth area share, % |
|---|---|---|---|
| AND-OR/OR-AND | 374 | 374 | 6.15 |
| buffers and inverters | 217 | 431 | 2.44 |
| flip-flops | 1024 | 1024 | 64.2 |
| multiplexers | 736 | 736 | 25.0 |
| other | 1 | 35 | 0.00783 |
| AND/OR/NAND/NOR | 212 | 212 | 2.18 |
Power is estimated from default activity; no workload was simulated.
