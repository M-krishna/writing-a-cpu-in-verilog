`flow/run.sh`:
```
#!/bin/bash
# OpenROAD 26Q1-2900-gdf79404cd8, Yosys 0.63+post, stock flow scripts
make -C /OpenROAD-flow-scripts/flow DESIGN_CONFIG=/design/flow/config.mk WORK_HOME=/design/flow/orfs finish
```
`flow/config.mk`:
```
export PLATFORM = sky130hd
export DESIGN_NAME = CPU
export DESIGN_NICKNAME = CPU
export VERILOG_FILES = /design/flow/design.v
export SDC_FILE = /design/flow/constraint.sdc
export NUM_CORES = 4
export LEC_CHECK = 1
export CORE_AREA = 10 10 76 76
export DIE_AREA = 0 0 86 86
```
`flow/constraint.sdc`:
```
current_design CPU

set clk_period 2.6
set clk_io_pct 0.2

create_clock -name clk0 -period $clk_period [get_ports {clk}]

set non_clock_inputs [all_inputs -no_clocks]
set_input_delay [expr $clk_period * $clk_io_pct] -clock clk0 $non_clock_inputs
set_output_delay [expr $clk_period * $clk_io_pct] -clock clk0 [all_outputs]
```
`flow/design.v`:
```
module CPU(
    input wire clk,
    input wire reset,
    output wire [3:0] output_data
);
    reg [3:0] pc;
    reg [7:0] instruction_memory [0:15];
    initial begin
        instruction_memory[0] = {4'b0001, 4'd10};  
        instruction_memory[1] = {4'b0010, 4'd1};  
        instruction_memory[2] = {4'b0011, 4'd0};  
        instruction_memory[3] = {4'b0101, 4'd0};  
        instruction_memory[4] = {4'b0100, 4'b0};  
    end
    reg [3:0] register_A;
    reg [3:0] register_B;
    reg [3:0] output_register;  
    wire [7:0] current_instruction;
    assign current_instruction = instruction_memory[pc];
    wire [3:0] opcode = current_instruction[7:4];
    wire [3:0] data = current_instruction[3:0];
    assign output_data = output_register;
    always @(posedge clk or posedge reset) begin
        if (reset) begin
            pc <= 4'b0;
            register_A <= 4'b0;
            register_B <= 4'b0;
            output_register <= 4'b0;
        end else begin
            case (opcode)
                4'b0001: register_A <= data;
                4'b0010: register_B <= data;
                4'b0011: register_A <= register_A + register_B;
                4'b0101: output_register <= register_A;
                4'b0100: pc <= data;
            endcase
            if (opcode != 4'b0100) begin
                pc <= pc + 1;
            end
        end
    end
endmodule
```
==> run_results.csv <==
group,metric,value,unit
routing,num_antenna_cells,0,
routing,ant_nets,0,
layout,layout-drive-gt1-share,0.160,
worst_setup_path,worst_path_dominant_cell_family,"simple AND/OR/NAND/NOR gates",
layout,regArea,325,sq um
cts,numCtsBuffers,3,
die,rows,23,
global_route,grt_pass1_vias,519,
worst_setup_path,end_kind,"register",
worst_setup_path,critPathMaxFanout,6,
routing,via_per_inst,3.93,
synthesis,ys_area,729,sq um
synthesis,edf_count,0,
power_and_ir_drop,p_sw,0.0692,mW
final_timing,max-slew-margin-rel,0.669,
synthesis,ys_cells,66,
cts,cts.repair.resized,0,
synthesis,top_cell,"dfrtp_1",
synthesis,common_cells,"dfrtp_1, inv_1, ha_1, nand2_1, mux2_2",
final_timing,rsz0062_at_grt,"false",
final_timing,tightest_slew,0.496,ns
worst_setup_path,crit_chain,"ha_1 > inv_1 > ha_1 > and4bb_4 > o21ai_0 > or3b_1",
cts,cts_sinks,13,
power_and_ir_drop,clock_power_share,0.454,
run,tool_warnings,28,
global_route,grt_pass1_wl,2440,microns
die,floorplan.core_util,0.177,
synthesis,largest_area_cell,"dfrtp_1",
global_route,gr-total-overflow,0,
power_and_ir_drop,power,0.381,mW
synthesis,synthArstFlopShare,1.00,
synthesis,synth.distinct_cells,20,
synthesis,netlist_area,729,sq um
cts,root_buffer,"clkbuf_8",
cts,clockBufferDepth,2,
run,cap_violations,0,
routing,drt-total-wl,1330,microns
hold_path,hp-class,"register to register",
routing,dr.pass1.iters,4,
power_and_ir_drop,switching_share,0.182,
layout,fillerInstances,433,
final_timing,fin_crit,1.87,ns
die,pin_count,6,
cts,insertion_delay,0.24,ns
die,die-area,7400,sq um
synthesis,synth_top_area_share,0.446,
worst_setup_path,start_kind,"register",
routing,wl_per_cell,10.6,microns
place,hpwl,1040,microns
global_route,grt_start_max_net_pins,14,
routing,drt-initial-drc-count,38,
cts,cts_tree,"done",
worst_setup_path,crit_slowest_cell,"dfrtp_1",
final_timing,fin_skew,0.00179,ns
die,die_h,86,microns
power_and_ir_drop,vdd_drop_max,0.197,mV
synthesis,synth-seq-area-share,0.446,
global_route,track_usage,0.0394,
synthesis,synthCells,66,
layout,syn_to_final_growth,21.6,%
synthesis,ys.flops,13,
worst_setup_path,required,2.71,ns
final_timing,tns,0,ns
worst_setup_path,crit_top_cell,"ha_1",
worst_setup_path,cp.arrival,1.99,ns
die,die_x,86,microns
power_and_ir_drop,seq_power_share,0.532,
routing,drc,0,
status,outcome,"finished, final reports clean",
power_and_ir_drop,p_leak,0.350,nW
cts,postCtsSetupRepairBufs,0,
final_timing,slew_viol_final,0,
final_timing,setup_viol,0,
final_timing,fin_crit_sh,0.720,
routing,vias,491,
die,design.core.area,4120,sq um
synthesis,ys.flop_type,"dfrtp_1",
worst_setup_path,path_buffers,1,
cts,holdBufCountCts,0,
place,port_buffers,5,
global_route,antenna_found_initial,0,
cts,clk_pin_slew_worst_paths,0.05,ns
power_and_ir_drop,p_per_area,429,nW/um^2
synthesis,avgSynthCellArea,11.1,sq um
final_timing,hold_viol,0,
power_and_ir_drop,combinationalPowerShare,0.014,
worst_setup_path,cp_slowest_stage_delay,0.43,ns
cts,cts_max_level,1,
layout,logic_area,374,sq um
synthesis,yosys_warnings,1,
worst_setup_path,crit_type,"register to register",
final_timing,fmax,534,MHz
power_and_ir_drop,p_int,0.312,mW
place,finalWeightedCongestion,0.857,
synthesis,topCellsByArea,"dfrtp_1, ha_1, mux2_2",
[kinds of logic after synthesis]
group,after synthesis,synth area share
simple gates,19,0.182
flops,13,0.446
compound gates,12,0.0909
buf+inv,8,0.0412
fa+ha+maj,8,0.148
mux,6,0.0926
[final cells by class]
class / count / area share
multi-input cells: 45 / 0.422
flip-flops and latches: 13 / 0.367
well taps: 50 / 0.0705
repair buffers: 5 / 0.0564
clock buffers: 4 / 0.0508
inverters: 8 / 0.0339
[worst reg2reg max path, stage by stage (launching register included)]
cell and delay (ns):
dfrtp_1 0.43, ha_1 0.22, inv_1 0.06, ha_1 0.27
and4bb_4 0.32, o21ai_0 0.09, or3b_1 0.37
[metrics by stage]
| step | utilization | setup WS [ns] | instance area (sq um) | hold slack [ns] | instances |
|---|---|---|---|---|---|
| 2_1_floorplan | - | 0.849 | 729 | 0.397 | 66 |
| 3_3_place_gp | 0.205 | 0.766 | 842 | 0.500 | 121 |
| 3_5_place_dp | 0.205 | 0.722 | 842 | 0.500 | 121 |
| 4_1_cts | 0.216 | 0.724 | 887 | 0.513 | 125 |
| 5_1_grt | 0.216 | 0.608 | 887 | 0.534 | 125 |
| 6_report | 0.216 | 0.727 | 887 | 0.504 | 125 |
[routing by layer]
metal | routed length, microns | share of wire | GRT usage
met3 | 66 | 0.050 | 0.0172
met4 | 0 | 0 | 0.00299
met1 | 645 | 0.49 | 0.0495
met2 | 617 | 0.46 | 0.0636
met5 | 0 | 0 | 0
[layout by cell type (no fill, tap or decap), drive strengths merged, types with 4 or more instances in the layout]
| master | instances |
|---|---|
| dfrtp | 13 |
| inv | 8 |
| nand2 | 7 |
| ha | 7 |
| mux2 | 6 |
| o21ai | 5 |
| clkdlybuf4s50 | 5 |
| clkbuf | 4 |
[power groups by stage]
| stage | Clock [mW] | Sequential (mW) | Combinational [mW] |
|---|---|---|---|
| CTS | 0.182 | 0.202 | 0.00568 |
| global route | 0.193 | 0.202 | 0.00632 |
| finish | 0.173 | 0.203 | 0.00538 |
[flip-flops by register name (all words and copies together), names as in the netlist]
register         cells
pc                   3
output_register      4
register_A           4
register_B           2
[final timing paths]
check / slack (ns) / cells after the start / startpoint / end
max: 0.73 / 6 / pc[0] / register_A[3]
min: 0.50 / 1 / output_register[1] / output_register[1]
max reg2reg: 0.73 / 6 / pc[0] / register_A[3]
min reg2reg: 0.50 / 1 / output_register[1] / output_register[1]
max in group asynchronous: 1.65 / 2 / reset / register_A[2]
min in group asynchronous: 0.62 / 2 / reset / pc[0]
Power is estimated from default activity; no workload was simulated.
